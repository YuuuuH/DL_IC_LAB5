==> /design/flow/design.v <==
module conv_yt(
input             rst,
input             clk, 
output            M0_R_req,
output     [31:0] M0_addr,
input      [31:0] M0_R_data,
output     [3:0]  M0_W_req,
output     [31:0] M0_W_data,
output            M1_R_req,
output     [31:0] M1_addr,
input      [31:0] M1_R_data,
output reg [3:0]  M1_W_req,
output     [31:0] M1_W_data,
input             start,
output reg        finish
);
parameter [2:0] STATE_IDLE   = 3'b000,
                STATE_SETW   = 3'b001,
                STATE_CAL    = 3'b010,
                STATE_FINISH = 3'b011;
reg               weights_write_latched;
reg               buff_write_latched;
reg        [31:0] licnt;
reg        [31:0] limit;
reg               stop_M1_W;
reg        [31:0] delay_weight2;
reg        [31:0] weight_delay;
reg        [31:0] delay_buff;
reg        [31:0] delay_buff2;
reg        [ 2:0] state;
reg        [ 2:0] nxt_state;
reg               setw_b;
reg               cal_b;
reg        [31:0] cnt;
reg               cnt_rst;
reg signed [31:0] weights         [0: 9];
reg signed [31:0] buff            [0:58];
wire        [31:0]partial_product_round[0:8]; 
wire        [63:0]partial_product [0: 8];
reg               weights_input;
reg               buff_write;
reg               weights_write;
wire              state_setw_done;
wire              state_cal_done;
reg               state_finish_done;
wire       [31:0] out;
integer           i;
reg               licnt_write;
assign partial_product[0] = buff[0] * weights[0];
assign partial_product[1] = buff[1] * weights[1];
assign partial_product[2] = buff[2] * weights[2];
assign partial_product[3] = buff[28] * weights[3];
assign partial_product[4] = buff[29] * weights[4];
assign partial_product[5] = buff[30] * weights[5];
assign partial_product[6] = buff[56] * weights[6];
assign partial_product[7] = buff[57] * weights[7];
assign partial_product[8] = buff[58] * weights[8];
assign partial_product_round[0] = partial_product[0][47:16] + {31'b0 , partial_product[0][15]};
assign partial_product_round[1] = partial_product[1][47:16] + {31'b0 , partial_product[1][15]};
assign partial_product_round[2] = partial_product[2][47:16] + {31'b0 , partial_product[2][15]};
assign partial_product_round[3] = partial_product[3][47:16] + {31'b0 , partial_product[3][15]};
assign partial_product_round[4] = partial_product[4][47:16] + {31'b0 , partial_product[4][15]};
assign partial_product_round[5] = partial_product[5][47:16] + {31'b0 , partial_product[5][15]};
assign partial_product_round[6] = partial_product[6][47:16] + {31'b0 , partial_product[6][15]};
assign partial_product_round[7] = partial_product[7][47:16] + {31'b0 , partial_product[7][15]};
assign partial_product_round[8] = partial_product[8][47:16] + {31'b0 , partial_product[8][15]};
assign out = partial_product_round[0] + partial_product_round[1] + partial_product_round[2] +
             partial_product_round[3] + partial_product_round[4] + partial_product_round[5] +
             partial_product_round[6] + partial_product_round[7] + partial_product_round[8] +
             weights[9];
assign M0_R_req   = 1'b1;
assign M1_R_req   = 1'b1;
assign M0_addr    = weights_input ? {20'b0, licnt, 2'b0} : {20'b0, cnt + 10'd784, 2'b0};
assign M1_addr    = {20'b0, cnt-56 ,2'b0};
assign M1_W_data  = out;
assign state_setw_done   = cnt == 32'd9;
assign state_cal_done    = cnt == 32'd783;
reg    [31:0]  M1_addr_delay2;
reg    [31:0]  M1_addr_delay;
always @(posedge clk) begin
    if (~rst) state <= STATE_IDLE;
    else      state <= nxt_state;
end
always @(*) begin
    nxt_state = state;
    case(state)
        STATE_IDLE  :   nxt_state = start                ? STATE_SETW     : STATE_IDLE;
        STATE_SETW  :   nxt_state = state_setw_done      ? STATE_CAL      : STATE_SETW;
        STATE_CAL   :   nxt_state = state_cal_done       ? STATE_FINISH   : STATE_CAL;
        STATE_FINISH:   nxt_state = state_finish_done    ? STATE_IDLE     : STATE_FINISH;
    endcase
end
always @(*) begin
    cnt_rst       = 1'b0;
    weights_write = 1'b0;
    buff_write    = 1'b0;
    finish        = 1'b0;
    M1_W_req      = 4'b0000;
    licnt_write   = 1'b0;
    case(state)
        STATE_IDLE:   begin 
            cnt_rst       = start;
        end
        STATE_SETW:   begin 
            cnt_rst       = state_setw_done;
            weights_write = 1'b1;
            weights_input = 1'b0;
        end
        STATE_CAL:    begin 
            cnt_rst       = state_cal_done;
            buff_write    = 1'b1;
            licnt_write   = 1'b1;
            weights_input = 1'b1;
            if((licnt>=58)&&stop_M1_W==1'b1)begin
                M1_W_req  = 4'b1111;
            end
        end
        STATE_FINISH: begin 
            state_finish_done = 1'b1;
            finish            = 1'b1;
        end
    endcase
end
always @(posedge clk) begin
    if (~rst) begin
        buff_write_latched <= 1'b0;
    end
    else begin
        buff_write_latched <= buff_write;
    end
end
always @(posedge clk) begin
    if (~rst) begin
        weights_write_latched <= 1'b0;
    end
    else begin
        weights_write_latched <= weights_write;
    end
end
always @(posedge clk) begin
    if (~licnt_write) begin
        limit     <= 32'd28;
        licnt     <= 32'b0;
    end
    else begin
        if(licnt==783||licnt==784)begin
            stop_M1_W <= 1'b1;
        end
        else begin
            if(licnt<=limit)begin
                if(licnt < limit-1)begin
                    licnt <= licnt + 32'b1;
                stop_M1_W <= 1'b1;
            end
                else begin
                    licnt <= licnt + 32'b1;
                    stop_M1_W <= 1'b0;
                end
            end
            else begin
                licnt <= licnt + 32'b1;
                stop_M1_W <= 1'b1;
                limit <= limit + 28;
            end
        end
    end
end
always @(posedge clk) begin
    if (~rst) begin
        cnt <= 32'b0;
    end
    else begin
        if(cnt_rst==1)begin
            cnt <= 32'b0;
        end
        else begin
            if(licnt!=limit)begin
                if(licnt!=limit+1)begin
                   cnt <= cnt + 32'b1;
                end
            end
        end
    end
end
always @(posedge clk) begin
    if (~rst) begin
        for (i = 0; i < 10; i = i + 1) begin
            weights[i] <= 32'b0;
        end
    end
    else begin
        if (weights_write_latched) begin
            weights[9] <= M0_R_data;
            for (i = 0; i < 9; i = i + 1) begin
                weights[i] <= weights[i + 1];
            end
        end
    end
end
always @(posedge clk) begin
    if (~rst) begin
        for (i = 0; i < 59; i = i + 1) begin
            buff[i] <= 32'b0;
        end
    end
    else begin
        if (buff_write_latched) begin 
            buff[58]   <= M0_R_data;
            for (i = 0; i < 58; i = i + 1) begin
                buff[i] <= buff[i + 1];
            end
        end
    end
end
always @(posedge clk) begin
    if (~rst) begin
        for (i=0; i<59; i=i+1) begin
            buff[i] <= 32'b0;
        end
    end
    else begin
        if(cal_b)begin
            buff[58]<=M0_R_data;
            for(i=0;i<58;i=i+1)begin
                buff[i]<=buff[i+1];
            end
        end
    end
end
endmodule
==> /design/flow/run.sh <==
#!/bin/bash
# OpenROAD 26Q1-2900-gdf79404cd8, Yosys 0.63+post, stock flow scripts
make -C /OpenROAD-flow-scripts/flow DESIGN_CONFIG=/design/flow/config.mk WORK_HOME=/design/flow/orfs finish
==> /design/flow/config.mk <==
export PLATFORM = sky130hd
export DESIGN_NAME = conv_yt
export DESIGN_NICKNAME = conv_yt
export VERILOG_FILES = /design/flow/design.v
export SDC_FILE = /design/flow/constraint.sdc
export NUM_CORES = 4
export LEC_CHECK = 1
export CORE_UTILIZATION = 30
==> /design/flow/constraint.sdc <==
current_design conv_yt

set clk_period 6.4
set clk_io_pct 0.2

create_clock -name clk0 -period $clk_period [get_ports {clk}]

set non_clock_inputs [all_inputs -no_clocks]
set_input_delay [expr $clk_period * $clk_io_pct] -clock clk0 $non_clock_inputs
set_output_delay [expr $clk_period * $clk_io_pct] -clock clk0 [all_outputs]
==> flow_metrics.py <==
# Metrics from the implementation run
metrics = {
    "outcome": {
        "outcome": "completed",
    },
    "run": {
        "warning_count": 63,
        "maxCapViolations": 0,
    },
    "logic_synthesis": {
        "yosys_most_used_dff": "dfxtp_1",
        "synth_cells": 1153,
        "xor_area_frac": 0.136,
        "ys.flops": 133,
        "synth-async-reset-ratio": 0,
        "ys_area_mm2": 0.00934,
        "logic_family": "simple AND/OR/NAND/NOR gates",
        "syn-cell-area_mm2": 0.00934,
        "edf_count": 1,
        "ys_sh_adder": 0.0938,
        "aoi_share": 0.105,
        "yosys_warnings": 2216,
        "avgSynthCellArea_um2": 8.10,
        "synth_cell_type_count": 72,
        "yosys.area_share.simple": 0.261,
        "ys_cells": 1153,
        "mux_share": 0.0402,
    },
    "route": {
        "detail-route-antenna-nets": 0,
        "vias_per_cell": 4.73,
        "diodes": 0,
        "drc": 0,
        "via_count": 7857,
        "dr.pass1.iters": 5,
        "routedWlPerCell_um": 14.6,
        "drt-total-wl_mm": 24.2,
        "drtIter0Drc": 328,
    },
    "power": {
        "swShare": 0.234,
        "power_switching_mw": 0.452,
        "share_seq_of_total_power": 0.434,
        "power_density_mw_per_mm2": 170,
        "pwr-share-clk": 0.527,
        "p_leak_nw": 3.97,
        "p_int_mw": 1.48,
        "combPwrFrac": 0.039,
        "irDropWorstVdd_uv": 140,
    },
    "setup_path": {
        "crit_buf_inv": 1,
        "setup.worst_path.class": "reg2out",
        "rr_startpoint": "limit[2]",
        "crit_chain": "nand2_1, or2_2, a21oi_1, nand4_1, xor2_1, o21ai_0, clkdlybuf4s50_1",
        "cp-start-kind": "flip-flop",
        "slowest_delay_ns": 0.61,
        "crit_path_end_kind": "primary output",
        "crit_required_ns": 5.12,
        "cp_top_family": "simple AND/OR/NAND/NOR gates",
        "critical_path.max_fanout": 12,
        "r2r-end": "stop_M1_W",
        "crit_arrival_ns": 3.50,
        "cp_slowest_cell": "clkdlybuf4s50_1",
        "reg2reg_slack_ns": 2.34,
        "worstRegToRegCells": 15,
    },
    "final_timing": {
        "slew-limit-headroom": 0.427,
        "unclocked_pins": 1,
        "finalCritPeriodShare": 0.747,
        "setup_viol": 0,
        "untimed_endpoints": 1,
        "fin_skew_ns": 0.0110,
        "period_minus_slack_ns": 4.78,
        "slew_violations": 0,
        "rsz0062_at_grt": "false",
        "worst_pin_slew_ns": 0.855,
        "max_freq_mhz": 209,
        "fin_setup_tns_ns": 0,
        "hold_violations": 0,
    },
    "floorplanning": {
        "ios": 206,
        "row_count": 64,
        "die_h_um": 178,
        "core_mm2": 0.0306,
        "fp-utilization": 0.305,
        "chip_area_mm2": 0.0318,
        "die_x_um": 178,
    },
    "grt": {
        "grt_pass1_wl_mm": 39.1,
        "grt_start_max_net_pins": 57,
        "antenna_found_initial": 0,
        "grt_use_total": 0.157,
        "gr-total-overflow": 0,
        "grt_pass1_vias": 7344,
    },
    "cts": {
        "clock_latency_ns": 0.42,
        "cts_resized": 0,
        "cts_root_buffer": "clkbuf_16",
        "cts_setup_buffers": 0,
        "cts_tree": "built",
        "h-tree-depth": 4,
        "holdBufCountCts": 0,
        "path_clk_slew_ns": 0.07,
        "cts_buffer_depth": 2,
        "numCtsBuffers": 17,
    },
    "final_layout": {
        "fillers": 3084,
        "areaGrowthSynthToFinish_pct": 22.1,
        "final_cell_mix": "clkdlybuf4s50_1 (131), dfxtp_1 (130), nor2_1 (122)",
        "lay_top_count": "clkdlybuf4s50_1",
        "logic_area_mm2": 0.00609,
        "seqCellArea_mm2": 0.00267,
        "layout-drive-gt1-share": 0.0592,
        "final_core_util": 0.373,
    },
    "placed_design": {
        "post-dp-hpwl_mm": 18.2,
        "gp_congestion": 0.885,
        "io_buffers": 131,
    },
    "min_path": {
        "hold_end": "state[0]",
        "holdPathStages": 1,
        "worst_hold_path_type": "reg2reg",
        "min_from": "state[3]",
    },
}
-- per-layer routing --
| metal | part of all wire | track usage | vias up |
|---|---|---|---|
| met3 | 0.030 | 0.0165 | 25 |
| met2 | 0.46 | 0.246 | 154 |
| met1 | 0.49 | 0.234 | 3578 |
| met5 | 0 | 0 | - |
| met4 | 0.022 | 0.0314 | 0 |
| li1 | - | - | 4100 |
-- state kept, by name (all words and copies together) (netlist names) --
signal,flops
stop_M1_W,1
limit,30
licnt,32
weights_write_latched,1
weights_input,1
state,4
cnt,32
weights,32
-- power by group through the flow --
stage	logic (mW)	clock network [mW]	registers (mW)
after CTS	0.0770	1.04	0.839
final	0.0756	1.02	0.839
after global routing	0.0831	1.07	0.840
-- how the worst max path moves through the flow --
stage / cells past startpoint / slack, ns / end / from
global route: 7 / 1.37 / M0_addr[25] / cnt[12]
finish: 7 / 1.62 / M0_addr[25] / cnt[10]
CTS: 7 / 1.58 / M0_addr[25] / cnt[10]
-- per-stage QoR --
step	instance area, µm²	total power [mW]	worst slack, ns	cells	hold slack (ns)
2_1_floorplan	9490	0.905	2.92	1193	0.391
3_3_place_gp	10800	0.934	2.09	1630	0.441
3_5_place_dp	10800	0.934	2.04	1630	0.445
4_1_cts	11400	1.96	1.58	1662	0.472
5_1_grt	11400	1.99	1.37	1662	0.497
6_report	11400	1.93	1.62	1662	0.467
-- synth_stat cells (36+ instances only) --
cell	instances	area [µm²]
a21oi_1	41	205
buf_4	48	360
clkbuf_1	40	150
dfxtp_1	131	2620
ha_1	70	876
inv_1	42	158
nand2_1	108	405
nand3_1	45	225
nor2_1	122	458
nor2b_1	36	225
o21ai_0	62	310
xnor2_1	86	753
xor2_1	59	517
-- logic make-up after synthesis --
family | Yosys count
AOI/OAI and AO/OA | 152
xor gates and xnor gates | 145
other | 2
and+or+nand+nor | 472
muxes | 37
adders and majority gates | 70
latches | 1
buffers and inverters | 142
DFF | 132
-- worst reg2reg max path: stages (launching register included) --
cell and delay, ns:
dfxtp_1 0.36, inv_1 0.10, ha_1 0.24, or4b_2 0.64, nor2b_2 0.19, nand2_1 0.14, nor4_2 0.29, nand3_1 0.21
xnor2_1 0.22, ha_1 0.27, a21o_1 0.16, a21oi_1 0.14, nor2_1 0.05, a2111oi_0 0.39, nor2_1 0.15, o31ai_1 0.31
-- layout make-up --
| class | instances | share of cell area |
|---|---|---|
| Sequential cell | 133 | 0.234 |
| Inverter | 44 | 0.0145 |
| Timing Repair Buffer | 139 | 0.120 |
| Clock buffer | 18 | 0.0385 |
| Clock inverter | 14 | 0.0146 |
| Tap cell | 396 | 0.0435 |
| Multi-Input combinational cell | 918 | 0.534 |
Power is estimated from default activity; no workload was simulated.
